File: design/flow/run.sh
#!/bin/bash
# OpenROAD 26Q1-2900-gdf79404cd8, Yosys 0.63+post, stock flow scripts
make -C /OpenROAD-flow-scripts/flow DESIGN_CONFIG=/design/flow/config.mk WORK_HOME=/design/flow/orfs finish
File: design/flow/design.v
module mem (
  input  logic        clk, we,
  input  logic [31:0] a, wd,
  output logic [31:0] rd,
  input  logic  [3:0] wm);
  logic  [31:0] RAM [0:255];
  initial
    $readmemh("riscv.hex", RAM);
  always_ff @(posedge clk) begin
    if (we) begin
		if (wm[0]) RAM[a[31:2]][7:0] <= wd[ 7: 0];
      if (wm[1]) RAM[a[31:2]][15:8] <= wd[15: 8];
      if (wm[2]) RAM[a[31:2]][23:16] <= wd[23:16];
      if (wm[3]) RAM[a[31:2]][31:24] <= wd[31:24];
	end
      rd <= RAM[a[31:2]];
end
endmodule
File: design/flow/constraint.sdc
current_design mem

set clk_period 28.1
set clk_io_pct 0.2

create_clock -name clk0 -period $clk_period [get_ports {clk}]

set non_clock_inputs [all_inputs -no_clocks]
set_input_delay [expr $clk_period * $clk_io_pct] -clock clk0 $non_clock_inputs
set_output_delay [expr $clk_period * $clk_io_pct] -clock clk0 [all_outputs]
File: design/flow/config.mk
export PLATFORM = sky130hd
export DESIGN_NAME = mem
export DESIGN_NICKNAME = mem
export VERILOG_FILES = /design/flow/design.v
export SDC_FILE = /design/flow/constraint.sdc
export NUM_CORES = 4
export LEC_CHECK = 1
export CORE_UTILIZATION = 50
export SYNTH_HDL_FRONTEND = slang
export SYNTH_MEMORY_MAX_BITS = 65536
==> run notes <==
Run status
- **run status** finished, final reports clean

Clock network
- **clock tree from TritonCTS** built
- **CTS resizes** 0
- **CTS buffer count** 803
- **clock sink count** 8224
- **hold buffers post-CTS** 0
- **Clk Latency, worst-skew pair** 1140 ps
- **setup fix buffers added after clock tree synthesis** 0
- **worst-case clock buffer depth** 4
- **H-tree depth reported by CTS** 6
- **buffer cell driving the clock tree root** sky130_fd_sc_hd__clkbuf_16
- **Worst-path clk slew** 60 ps

GRT
- **number of antenna violations at the first check in global routing** 50
- **via count of the first global-routing pass** 167000
- **largest net degree at the start of global routing** 137
- **first-pass GRT wire length** 1130000 microns
- **remaining global-route overflow** 0
- **Total Routing Usage GR** 28.6%

Floorplanning
- **effective utilization at floorplan** 50.2%
- **core area** 624000 sq um
- **area of the die** 629000 sq um
- **Top-Level Pins** 102
- **Vert. Die Dim** 793 microns
- **Cell Rows** 290
- **die boundary width** 793 microns

STA
- **unrepaired setup endpoints after global routing** false
- **time the worst path needs with I/O delays and setup** 12620 ps
- **Final Setup Violations** 0
- **Layout Skew** 62.0 ps
- **Period Utilization, post-route** 44.9%
- **Max Transition Viols Final** 0
- **transition time at the pin with the least slew margin** 1200 ps
- **final hold violations** 0
- **achievable clock frequency** 79.3 MHz
- **total negative slack for setup checks** 0 ps
- **worst rel slew slack** 19.4%

Critical path
- **category of the worst setup path capture point** flip-flop
- **signal arrival time at the worst endpoint** 13570 ps
- **startpoint of the worst-slack reg-to-reg timing path** RAM[63][17]
- **number of cells on the worst reg-to-reg path** 6
- **first element of the critical path** a[3]
- **worst-path maximum fanout** 69
- **reg-to-reg slack, setup** 24850 ps
- **crit path kind** input pin to flip-flop
- **CP required** 29060 ps
- **critical path startpoint category** input pin
- **worst reg2reg endpoint** rd[17]

Pwr
- **maximum resistive drop on vdd** 68.3 uV
- **static power due to leakage** 106 nW
- **internal power component** 19.8 mW
- **sequential share of power** 53.9%
- **total net switching power** 5.23 mW
- **logic gate share of total power** 4.4%
- **power density normalized to cell area** 71.7 nW/um^2
- **net switching share of the total power** 20.9%
- **Clock Power Share** 41.6%

Run
- **maxcap violations** 0
- **stage-log warning count** 74

Final layout
- **commonest non-fill, non-tap cell in the layout** sky130_fd_sc_hd__edfxtp_1
- **dominant logic cell types in the final layout** 8192 x sky130_fd_sc_hd__edfxtp_1, 2048 x sky130_fd_sc_hd__mux4_2, 1040 x sky130_fd_sc_hd__nor2_1
- **fraction of layout cells with a size suffix above 1** 24.6%
- **Post-Layout Cell Count** 23500
- **post-synthesis to final-layout area growth** 11.8%

Route
- **router iterations before antenna repair** 7
- **total detailed-routing wirelength** 784000 microns
- **number of violations reported at the end of detailed-routing iteration 0** 8891
- **mean routed wirelength per cell** 33.3 microns
- **detailed-route vias per instance** 6.22
- **number of vias after detailed routing** 146000
- **post-route ant nets** 0
- **DRC violation count after routing** 0

Worst hold path
- **endpoint of the worst hold-timing path** rd[15]
- **type of the most critical hold path** flip-flop to flip-flop
- **Min-Delay Startpoint** RAM[160][15]
- **Worst Hold Path Cells** 5

Synth
- **chip area line of the yosys report** 313000 sq um
- **post-synthesis register bit count** 8224
- **post-synthesis cell area** 313000 sq um
- **register area share after synthesis** 78.8%
- **Avg Synthesized Cell Area** 22.2 sq um
- **count of mapped cells out of synthesis** 14100
- **post-synth cell types** 20
- **Yosys warnings** 0
- **cell total in the yosys stat output** 14100

Place
- **# port buffers** 77
- **Placed Instances** 22000
- **global placer's final weighted congestion** 0.860
- **HPWL reported at the end of detailed placement** 463000 microns

## layout make-up
cell class                 instances  area (sq um)
antenna                           44           110
timing repair buffer             548          4650
tap                             8322         10400
multi-input combinational       4924         62500
clock buffer                    1012         21200
clock inverter                   462          4440
fill                           43900        274000
sequential                      8224        247000
## worst max-delay path, stage by stage
cell and delay, ps:
sky130_fd_sc_hd__buf_16 340, sky130_fd_sc_hd__buf_4 650, sky130_fd_sc_hd__buf_4 760, sky130_fd_sc_hd__buf_4 610
sky130_fd_sc_hd__buf_4 710, sky130_fd_sc_hd__buf_4 740, sky130_fd_sc_hd__buf_4 550, sky130_fd_sc_hd__buf_4 530
sky130_fd_sc_hd__buf_4 640, sky130_fd_sc_hd__mux4_2 410, sky130_fd_sc_hd__a22oi_1 340, sky130_fd_sc_hd__a21oi_1 250
sky130_fd_sc_hd__o41ai_1 830, sky130_fd_sc_hd__buf_4 220, sky130_fd_sc_hd__nand4_1 110
## registers in the layout, summed over array words and instances, names as in the netlist
signal	flops
rd	32
RAM	8192
## worst max path at each step
stage | endpoint | cells after the start
CTS | rd[24] | 15
global route | rd[24] | 15
finish | rd[24] | 15
## cells by family after synthesis
kind of cell	Yosys count	share of synthesized area, %
AOI/OAI and AO/OA	1664	3.63
and+or+nand+nor	1212	1.50
muxes	2048	14.7
buffers and inverters	931	1.31
DFF	8224	78.8
## metrics by stage
stage / cell area [sq um] / power, mW / hold WS, ps / setup slack, ps / util [%]
3_3_place_gp: 324000 / 14.9 / 914 / 14400 / 52.0
6_report: 350000 / 25.1 / 908 / 15480 / 56.1
5_1_grt: 350000 / 25.8 / 1010 / 15160 / 56.1
3_5_place_dp: 324000 / 14.9 / 899 / 14190 / 52.0
2_1_floorplan: 313000 / 14.3 / 819 / 20140 / -
4_1_cts: 350000 / 25.2 / 911 / 15360 / 56.1
## metal layers
layer,part of all wire (%),wire length (microns),global-route usage (%),vias up
met1,30,233000,34.9,74600
met2,47,370000,40.3,9474
met4,4.0,31100,8.53,81
li1,-,-,-,60800
met3,19,148000,23.9,1449
met5,0.19,1480,1.57,-
## synthesized netlist by cell type
library cell               number  share of area (%)
sky130_fd_sc_hd__a22oi_1     1024                2.5
sky130_fd_sc_hd__buf_1         85               0.10
sky130_fd_sc_hd__buf_4         34              0.082
sky130_fd_sc_hd__nand3_1        8              0.013
sky130_fd_sc_hd__nand2b_1       6              0.012
sky130_fd_sc_hd__a21oi_1      512               0.82
sky130_fd_sc_hd__nor3_1         4             0.0064
sky130_fd_sc_hd__and2_1         7              0.014
sky130_fd_sc_hd__nand4_1       32              0.064
sky130_fd_sc_hd__buf_2        157               0.25
sky130_fd_sc_hd__nand2_1      103               0.12
sky130_fd_sc_hd__nor2_1      1042                1.2
sky130_fd_sc_hd__dfxtp_1       32               0.20
sky130_fd_sc_hd__o41ai_1      128               0.36
sky130_fd_sc_hd__clkbuf_1     617               0.74
sky130_fd_sc_hd__buf_6         38               0.14
sky130_fd_sc_hd__mux4_2      2048                 15
sky130_fd_sc_hd__edfxtp_1    8192                 79
sky130_fd_sc_hd__or2_2          2             0.0040
sky130_fd_sc_hd__nor2b_1        8              0.016
## power by group through the flow
stage,clock network (mW),registers (mW),logic [mW]
finish,10.4,13.5,1.10
global route,11.1,13.5,1.19
CTS,10.6,13.5,1.12
No activity file was given, so power comes from the tool's default toggle rates.
